[flow/run.sh]
#!/bin/bash
# OpenROAD 26Q1-2900-gdf79404cd8, Yosys 0.63+post, stock flow scripts
make -C /OpenROAD-flow-scripts/flow DESIGN_CONFIG=/design/flow/config.mk WORK_HOME=/design/flow/orfs finish
[flow/config.mk]
export PLATFORM = sky130hd
export DESIGN_NAME = RF
export DESIGN_NICKNAME = RF
export VERILOG_FILES = /design/flow/design.v
export SDC_FILE = /design/flow/constraint.sdc
export NUM_CORES = 4
export LEC_CHECK = 1
export CORE_UTILIZATION = 50
[flow/design.v]
module RF(
          input wire         clk,
          input wire         reset,
          input wire [4:0]   reg_read_addr_1,
          input wire [4:0]   reg_read_addr_2,
          input wire [4:0]   reg_write_addr,
          input wire [31:0]  reg_write_data,
          input wire         reg_write_enable,
          output reg [31:0] reg_read_data_1,
          output reg [31:0] reg_read_data_2
          );
   reg [31:0]                register_file [31:0];
   always @ (posedge clk)
     if (reg_write_enable && reg_write_addr >= 1)
       register_file[reg_write_addr] <= reg_write_data;
     else begin end
   always @ *
     if (reg_read_addr_1 == 0)
       reg_read_data_1 = 0;
     else
       reg_read_data_1 = register_file[reg_read_addr_1];
   always @ *
     if (reg_read_addr_2 == 0)
       reg_read_data_2 = 0;
     else
       reg_read_data_2 = register_file[reg_read_addr_2];
endmodule
[flow/constraint.sdc]
current_design RF

set clk_period 9.9
set clk_io_pct 0.2

create_clock -name clk0 -period $clk_period [get_ports {clk}]

set non_clock_inputs [all_inputs -no_clocks]
set_input_delay [expr $clk_period * $clk_io_pct] -clock clk0 $non_clock_inputs
set_output_delay [expr $clk_period * $clk_io_pct] -clock clk0 [all_outputs]
==> changes_impl.md <==
## Implementation

- Die area: 0.0956 sq mm
- Status: completed
- First-pass DRT Iterations: 5
- Final HPWL DP: 78900 microns
- Element type at the critical path end: output port
- Clock Sinks: 1024
- Arr. time, crit path: 5440 ps
- Crit share post-route: 0.749
- Die width: 309 microns
- Max cap viols: 0
- Worst Path Required: 7920 ps
- Max Slew Vio Count: 0
- Initial drt markers: 1538
- Io pins: 114
- Yosys warning tally: 1
- Init Core Util: 0.505
- Hold Path Class: in2reg
- Via density: 6.68
- FP Rows: 112
- Final Critical Period: 7420 ps
- Via count: ~26000
- Number of global-route vias before repair: 29103
- Routed wire length per instance: 36.8 microns
- Clock buffer depth: 3
- Clk slew on worst S/H paths: 60 ps
- Utilization after layout: 0.575
- RSZ-0062 raised after global routing: no
- # hold bufs at CTS: 0
- Worst vdd ir: 155 uV
- Total Routing Usage GR: 0.342
- RePlAce Congestion: roughly 0.86
- Cell Area, Synth: approximately 0.047 sq mm
- Die span in y: ~310 microns
- Final hold vios: 0
- Yosys chip area: between 0.04 and 0.05 sq mm
- Start point of the critical path: reg_read_addr_1[2]
- WL final: approximately 140000 microns
- Crit start category: input port
- OpenROAD warnings: 27
- Most frequent logic cells in the routed design: edfxtp_1, mux4_2, mux2i_1
- Largest net degree at the start of global routing: 81
- CTS resizes: 0
- Ys cells: 2295
- Biggest regs: register_file x1024
- DRC viols: 0
- Routed Antenna Nets: 0
- Cells after synthesis: about 2300
- End of the worst hold path: register_file[24][6]
- # setup viols final: 0
- CTS H-tree lvls: 3
- Max reg flops: 1024
- CP Class: in2out
- Fmax: 135 MHz
- Transition time of the tightest slew-check pin: 1020 ps
- Ys flops: 1024
- Most numerous logic cell after layout: edfxtp_1
- Post-CTS setup buffers: 0
- Total grt overflow: 0
- Initial antenna violation count: 4
- Crit-path max FO: 18
- Avg Cell Area, Syn: just over 20 sq um
- Area Growth Syn to Fin: 13.7%
- Share of layout cells above drive strength 1: 0.329
- Hold Crit Start: reg_write_data[6]
- Leak: 17.1 nW
- Core ar.: 0.0933 sq mm
- Hold path depth: 2
- Seq/Total Area, Yosys: 0.652
- PD cells: 180 mW/mm^2
- Root Buffer: clkbuf_16
- Port Buffer Count: 112
- Biggest register: register_file
- Cell Type Count: 35
- CTS tree: built
- Slew headroom: 0.319
- Setup TNS: 0 ps
- First-pass GRT wire length: about 200000 microns
- Num CTS Buffers: 110
## layout make-up
cell class	count	area, sq um
fillers	6722	39700
clock buffers	143	2960
clock inverters	60	490
multi-input cells	1092	15700
diodes	1	2.50
repair buffers	227	2050
flip-flops and latches	1024	30700
inverters	24	90.1
well taps	1254	1570
## critical path, stage by stage
cell and delay (ps):
buf_4 300, buf_4 490, nand2_2 470, buf_4 440, o21ai_0 300, o31ai_1 120, a221oi_1 690, clkdlybuf4s50_1 590
## cell families after synthesis
family | synth area share
DFF | 0.652
muxes | 0.279
buffers and inverters | 0.0227
AOI/OAI and AO/OA | 0.0316
and+or+nand+nor | 0.0152
other | 0.0000795
## how the worst max path moves through the flow
stage	endpoint	slack [ps]	cells past startpoint
after CTS	reg_read_data_1[9]	2500	8
after global routing	reg_read_data_1[9]	2230	8
final	reg_read_data_1[9]	2480	8
## cells in the mapped netlist
library cell	count	area, sq um
and2_1	5	31.3
nand2_1	4	15.0
or3b_2	2	17.5
a21oi_1	31	155
mux2i_1	168	1680
mux2_2	52	586
mux4_2	483	10900
conb_1	1	3.75
o21ai_0	3	15.0
or3_1	1	6.26
inv_1	24	90.1
buf_6	7	78.8
o31ai_1	2	15.0
or2_2	1	6.26
clkbuf_1	66	248
o221ai_1	30	263
a221oi_1	58	508
a221o_1	7	70.1
nor2b_1	5	31.3
nor3_1	30	150
a211oi_1	30	225
edfxtp_1	1024	30700
or4_1	1	7.51
nand3_1	2	10.0
nand3b_1	6	45.0
nor2_1	101	379
nor4_1	1	6.26
o22ai_1	27	169
buf_2	60	300
buf_8	1	15.0
a22oi_1	1	7.51
a22o_1	7	61.3
buf_4	38	285
nand2b_1	2	12.5
buf_1	14	52.6
## routing by layer
layer,vias to the layer above,wire length (microns),part of all wire,global-route usage
met4,12,4150,0.029,0.0747
li1,10386,-,-,-
met3,256,28400,0.20,0.296
met5,-,347,0.0025,0.0319
met2,1999,64900,0.46,0.470
met1,12894,42700,0.30,0.431
## through the flow
stage | worst slack, ps | hold WS [ps] | cells | instance area [sq um] | total power [mW]
after global routing | 2230 | 2130 | 3824 | 53700 | 9.95
after CTS | 2500 | 2080 | 3824 | 53700 | 9.73
final | 2480 | 2110 | 3825 | 53700 | 9.67
after detailed placement | 2530 | 2810 | 3621 | 50200 | 5.81
after floorplan | 4380 | 2080 | 2326 | 47300 | 5.44
after global placement | 2520 | 2810 | 3621 | 50200 | 5.80
## power by group
part	internal, mW	total (mW)	leakage [nW]	switching [mW]
Combinational	0.389	0.865	6.15	0.476
Clock	2.30	3.95	1.68	1.65
Sequential	4.84	4.86	9.25	0.0234
Power figures rest on the tool's default switching activity, not on a simulated workload.
