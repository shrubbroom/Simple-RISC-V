### run.sh
#!/bin/bash
# OpenROAD 26Q1-2900-gdf79404cd8, Yosys 0.63+post, stock flow scripts
make -C /OpenROAD-flow-scripts/flow DESIGN_CONFIG=/design/flow/config.mk WORK_HOME=/design/flow/orfs finish
### config.mk
export PLATFORM = sky130hd
export DESIGN_NAME = IF_branch_prediction_GShare
export DESIGN_NICKNAME = IF_branch_prediction_GShare
export VERILOG_FILES = /design/flow/design.v
export SDC_FILE = /design/flow/constraint.sdc
export NUM_CORES = 4
export LEC_CHECK = 1
export CORE_UTILIZATION = 50
### constraint.sdc
current_design IF_branch_prediction_GShare

set clk_period 156.7
set clk_io_pct 0.2

create_clock -name clk0 -period $clk_period [get_ports {clk}]

set non_clock_inputs [all_inputs -no_clocks]
set_input_delay [expr $clk_period * $clk_io_pct] -clock clk0 $non_clock_inputs
set_output_delay [expr $clk_period * $clk_io_pct] -clock clk0 [all_outputs]
### design.v
module IF_branch_prediction_GShare#(
                                    parameter PREDICTION_TAKE = 2'b1,
                                    parameter PREDICTION_TAKE_TAKE = 2'b11,
                                    parameter PREDICTION_NTAKE = 2'b0,
                                    parameter PREDICTION_NTAKE_NTAKE = 2'b10
                                    ) (
                                       input        clk,
                                       input        reset,
                                       input        pc_jmp_feedback,
                                       input        pc_jmp_take,
                                       input [31:0] pc_stash_base,
                                       input [31:0] pc_jmp,
                                       output wire  pc_prediction_take
                                       );
   reg [9:0]                                        pc_prediction_GHR;
   reg [1:0]                                        pc_prediction_PHT [1023:0];
   integer                                          i;
   assign pc_prediction_take = pc_prediction_PHT[pc_jmp ^ pc_prediction_GHR][0];
   always @ (posedge clk or posedge reset)
     if (reset) begin
        pc_prediction_GHR <= 10'b0;
        for(i = 0; i <= 1023; i = i + 1) begin
           pc_prediction_PHT[i] <= PREDICTION_TAKE_TAKE;
        end
     end else
       begin
          if (pc_jmp_feedback) begin
             pc_prediction_GHR <= {pc_prediction_GHR[8:0],pc_jmp_take};
             case (pc_prediction_PHT[pc_stash_base ^ pc_prediction_GHR])
               PREDICTION_TAKE : begin
                  if (pc_jmp_take) pc_prediction_PHT[pc_stash_base ^ pc_prediction_GHR] <= PREDICTION_TAKE_TAKE;
                  else pc_prediction_PHT[pc_stash_base ^ pc_prediction_GHR] <= PREDICTION_NTAKE;
               end
               PREDICTION_TAKE_TAKE : begin
                  if (pc_jmp_take) pc_prediction_PHT[pc_stash_base ^ pc_prediction_GHR] <= PREDICTION_TAKE_TAKE;
                  else pc_prediction_PHT[pc_stash_base ^ pc_prediction_GHR] <= PREDICTION_TAKE;
               end
               PREDICTION_NTAKE : begin
                  if (pc_jmp_take) pc_prediction_PHT[pc_stash_base ^ pc_prediction_GHR] <= PREDICTION_TAKE;
                  else pc_prediction_PHT[pc_stash_base ^ pc_prediction_GHR] <= PREDICTION_NTAKE_NTAKE;
               end
               PREDICTION_NTAKE_NTAKE : begin
                  if (pc_jmp_take) pc_prediction_PHT[pc_stash_base ^ pc_prediction_GHR] <= PREDICTION_NTAKE;
                  else pc_prediction_PHT[pc_stash_base ^ pc_prediction_GHR] <= PREDICTION_NTAKE_NTAKE;
               end
             endcase  
          end else begin end
       end
endmodule  
==> impl.org <==
#+TITLE: Physical design notes

** Global route
- Across every metal layer, demand over resource in global routing totals 1.23.
- The first global-routing pass estimated around 1900000 µm of wire.
- The via count of the first global-routing pass came to about 170k.
- Pin count of the biggest net entering global routing :: 149
- Global routing finished with a remaining overflow of between 50000 and 60000.

** Place
- Counting tap cells, the placed design contains a total of between 15000 and 20000 instances.
- As logged by OpenROAD, the buffers inserted on ports number 24.
- Post-place instance area :: between 100000 and 150000 µm²
- Gp weighted congestion :: 1.86
- According to the dpl log, the detail-placed design has an HPWL of 978000 µm.

** Clocking
- Number of buffers between clock root and the deepest sink :: 3
- CTS root buf :: clkbuf_16
- The H-tree generated during clock tree synthesis spans 4 levels.
- Post-CTS repair changed the size of 0 cells.
- Counting every sink on the clock net gives just over 2000.
- The CTS report gives the tree buffer count as 215.
- Count of buffers added by post-CTS timing repair for setup :: 0
- The number of hold buffers added after CTS was 0.

** Status
- The tool reported: "[ERROR GRT-0116] Global routing finished with congestion. Check the congestion regions in the DRC Viewer".
- Run status :: aborted with a tool error
- The stage where the run came to a stop is global routing.

** Synth
- Cell type with the largest total area :: dfstp_2
- Count of unique library cells instantiated by Yosys :: 81
- The area fraction of the largest cell type after synthesis is 0.448.
- Share of flip-flops with an asynchronous set or reset :: 1.00
- Flops out of synthesis :: just over 2000
- Area of the mapped netlist :: 120000 µm²
- Looking at the cell usage after synthesis, the top flip-flop cell is dfstp_2.
- Yosys stat counts ~13000 cells in the synthesized netlist.
- Yosys mapped a number of flops with a built-in enable equal to 0.
- Yosys printed 2 warnings.
- Yosys reports a chip area of roughly 120000 µm².
- Gate count of the mapped netlist :: around 13000
- Per the post-synthesis stats, the area per cell is approximately 9 µm².
- Top cells by area in the synthesized netlist :: dfstp_2, mux2_2, nor2_1
- Sequential-to-total area share from yosys stat :: 0.450

** Floorplan
- Initial Util :: 0.504
- The floorplan step set the die height to 492 µm.
- Number of I/O pins :: 69
- Row generation in the floorplan step produced ~180 rows.
- Die Wd :: between 400 and 500 µm
layer usage:
metal / overflow / track usage
met5: 680 / 0.995
met4: 3964 / 1.01
met3: 6665 / 1.08
met2: 25800 / 1.45
met1: 14100 / 1.24
Yosys cell counts (131+ instances only):
| master | count |
|---|---|
| nand3_1 | 379 |
| nand4_1 | 724 |
| o21ai_0 | 302 |
| nor3_1 | 350 |
| buf_1 | 151 |
| a41oi_1 | 131 |
| nor2_1 | 2339 |
| a22oi_1 | 544 |
| dfstp_2 | 2048 |
| a21oi_1 | 313 |
| a31oi_1 | 1011 |
| nand2_1 | 621 |
| buf_2 | 299 |
| mux2_2 | 1052 |
| o22ai_1 | 234 |
| nor4_1 | 360 |
| a32oi_1 | 178 |
| clkbuf_1 | 836 |
kinds of logic after synthesis:
group                  after synthesis  synth area share
AND-OR/OR-AND                     3532             0.206
flip-flops                        2058             0.450
buffers and inverters             1320            0.0455
XOR/XNOR                            48           0.00447
multiplexers                      1095             0.103
AND/OR/NAND/NOR                   4967             0.191
through the flow:
step | utilization | worst slack [ns]
2_1_floorplan | - | 70.62
3_3_place_gp | 0.552 | 87.48
3_5_place_dp | 0.552 | 87.51
4_1_cts | 0.584 | 87.48
