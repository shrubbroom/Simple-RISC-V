$ cat design/flow/run.sh
#!/bin/bash
# OpenROAD 26Q1-2900-gdf79404cd8, Yosys 0.63+post, stock flow scripts
make -C /OpenROAD-flow-scripts/flow DESIGN_CONFIG=/design/flow/config.mk WORK_HOME=/design/flow/orfs finish
$ cat design/flow/config.mk
export PLATFORM = sky130hd
export DESIGN_NAME = IF_branch_prediction_BHT
export DESIGN_NICKNAME = IF_branch_prediction_BHT
export VERILOG_FILES = /design/flow/design.v
export SDC_FILE = /design/flow/constraint.sdc
export NUM_CORES = 4
export LEC_CHECK = 1
export CORE_UTILIZATION = 50
$ cat design/flow/constraint.sdc
current_design IF_branch_prediction_BHT

set clk_period 30.2
set clk_io_pct 0.2

create_clock -name clk0 -period $clk_period [get_ports {clk}]

set non_clock_inputs [all_inputs -no_clocks]
set_input_delay [expr $clk_period * $clk_io_pct] -clock clk0 $non_clock_inputs
set_output_delay [expr $clk_period * $clk_io_pct] -clock clk0 [all_outputs]
$ cat design/flow/design.v
module IF_branch_prediction_BHT #(
                                  parameter PREDICTION_TAKE = 1'b1,
                                  parameter PREDICTION_NTAKE = 1'b0
                                  ) (
                                     input        clk,
                                     input        reset,
                                     input        pc_jmp_feedback,
                                     input        pc_jmp_take,
                                     input [31:0] pc_stash_base,
                                     input [31:0] pc_jmp,
                                     output wire  pc_prediction_take
                                     );
   reg                                            pc_prediction_table_take [1023:0];
   assign pc_prediction_take = pc_prediction_table_take[pc_jmp];
   integer                                        i;
   always @ (posedge clk or posedge reset)
     if (reset)
       for (i = 0; i <= 1023; i = i + 1) begin
          pc_prediction_table_take[i] <= PREDICTION_TAKE;
       end
     else
       if (pc_jmp_feedback) begin
          case (pc_prediction_table_take[pc_stash_base])
            PREDICTION_TAKE : begin
               if (pc_jmp_take) pc_prediction_table_take[pc_stash_base] <= PREDICTION_TAKE;
               else pc_prediction_table_take[pc_stash_base] <= PREDICTION_NTAKE;
            end
            PREDICTION_NTAKE : begin
               if (pc_jmp_take) pc_prediction_table_take[pc_stash_base] <= PREDICTION_TAKE;
               else pc_prediction_table_take[pc_stash_base] <= PREDICTION_NTAKE;
            end
          endcase  
       end
       else begin end
endmodule
==> flow_summary.toml <==
# flow metrics
[outcome]
status = "finished clean"

[worst_setup_path]
critPathLaunchType = "input pin"
r2r-start = "pc_prediction_table_take[657]$_DFFE_PP1P_"
path_cells = "buf_2 -> buf_4 -> or4b_2 -> buf_4 -> nor2_1 -> a222oi_1 -> nand4_1 -> o31ai_1 -> o2111ai_1 -> or4_1 -> nor4_1 -> a41oi_1 -> clkdlybuf4s50_1"
r2r_slack_ns = 29.25
r2r_end = "pc_prediction_table_take[657]$_DFFE_PP1P_"
arrival_ns = 12.78
cp-startpoint = "pc_jmp[6]"
slowest_stage = "nor4_1"
end_kind = "output port"
path_class = "input pin to output port"
crit_end = "pc_prediction_take"
cpMostUsedCell = "buf_4"
required_ns = 24.16
max_stage_delay_ns = 0.95
rr_worst_depth = 1
cp_max_fo = 27

[power]
swShare = 0.2765
powerDensity_nw_per_um2 = 48.30
pwr-share-clk = 0.446
switchingPower_w = 0.0008613
seq_power_share = 0.458
power_frac_comb = 0.096
peakVddDrop_mv = 0.05717
p_int_w = 0.002254
p_leak_nw = 23.38

[timing]
skew_ns = 0
hold_slack_ns = 0.6156
fin_crit_sh = 0.6230
worst_pin_slew_ns = 1.379
max_slew_margin = 0.07757
setup_tns_ns = 0
fin_crit_ns = 18.82
finalHoldViolations = 0
setup_viol = 0
max_freq_ghz = 0.05315
finalMaxSlewViolations = 0
grt_setup_unrepaired = "false"

[global_route]
grt_max_degree = 156
grt_util_all_layers = 0.6122
top_usage_layer = "met2"
grt_pass1_vias = 52710
met2_usage = 0.7383
grt.met3_usage = 0.4630
grt_overflow = 0
antenna_found_initial = 48
met1_usage = 0.7149
grt_pass1_wl_mm = 458.4

[yosys]
ys_warn_count = 2
ys_seq_frac = 0.4643
ys.flops = 1024
edf_count = 0
syn_inst = 5814
flop_cell = "dfstp_2"
top_cells_by_count = "mux2_2 (1,025), dfstp_2 (1,024), nor2_1 (889), nand2_1 (716), clkbuf_1 (399)"
netlist_area_um2 = 57950
ys_async_sr_fraction = 1.000
area_leaders = "dfstp_2 (46%), mux2_2 (20%), nor2_1 (5.8%)"
yosys-stat-cells = 5814
syn_area_per_cell_um2 = 9.967
ys_types = 95
ys_area_um2 = 57950
top_cell_area_share = 0.4643
top_area_cell = "dfstp_2"
synth.most_common_cell = "mux2_2"

[clocking]
cts_root_buf = "clkbuf_16"
insertion_delay_ns = 0.75
cts_tree = "yes"
cts_resized = 0
cts_setup_buffers = 0
cts_buffers = 111
htree_levels = 3
cts.hold.buffers_added = 0
clock_path_buffers = 3
cts.sinks = 1024
clk_pin_slew_ns = 0.06

[worst_hold_path]
hp-class = "flop to flop"
whs_path_depth = 1

[final_layout]
largest_reg_flops = 1024
largest_register = "pc_prediction_table_take"
drive_above_1_share = 0.4587
top_regs = "pc_prediction_table_take (1024)"
synthToLayoutAreaGrowth_pct = 11.31

[detailed_routing]
vias = 55860
wl_mm = 341.6
drt_iter0_drc = 7642
post-route-drc-count = 0
wl_per_cell_um = 46.31
ant_nets = 0
first_pass_iters = 21
routed_via_density = 7.573

[die]
die_y_um = 342.4
num_rows = 124
core_um2 = 114700
io_pins = 69
die-area_um2 = 117300
die_x_um = 342.4
fp_util = 0.5054

[run]
warnings = 82
drv_cap = 0

[place]
dp_hpwl_mm = 231.7
place_congestion = 1.160
io_buffers = 24
cells in the final DEF (no fill, tap or decap), types with 27 or more instances in the layout:
master,count
o21ai_0,129
clkbuf_16,111
buf_4,345
a32oi_1,78
clkbuf_1,34
a31oi_1,61
clkbuf_8,27
nor3_1,63
a22oi_1,194
a21oi_1,163
a22o_1,40
o22ai_1,103
dfstp_2,1024
a221oi_1,46
diode_2,54
a222oi_1,44
mux2_2,1025
nor2_1,882
nor4_1,56
nand2_1,716
nand4_1,47
nand3_1,147
stage by stage:
stage               std cells  instance area, um^2    util  total power [W]  worst slack [ns]
floorplan                5814                57950       -         0.001579             5.016
global placement         7124                60690  0.5293         0.001719             12.18
detailed placement       7124                60690  0.5293         0.001719             12.15
CTS                      7320                64330  0.5611         0.003091             12.16
global route             7336                64400  0.5617         0.003161             11.76
finish                   7376                64500  0.5625         0.003115             11.38
final cells by class:
cell class,instances,area [um^2]
clock inverters,24,365.4
fillers,9908,50160
inverters,5,27.53
multi-input cells,4211,28990
diodes,54,135.1
well taps,1512,1892
clock buffers,172,3277
repair buffers,374,2907
flip-flops and latches,1024,26910
power groups by stage:
| stage | Clock, W | Sequential (W) | Combinational (W) |
|---|---|---|---|
| after global routing | 0.00144 | 0.00143 | 0.000293 |
| after CTS | 0.00139 | 0.00143 | 0.000275 |
| final | 0.00139 | 0.00143 | 0.000298 |
worst min-delay path by stage:
stage,startpoint,to,slack [ns]
6_report,pc_prediction_table_take[732]$_DFFE_PP1P_,pc_prediction_table_take[732]$_DFFE_PP1P_,0.62
4_1_cts,pc_prediction_table_take[206]$_DFFE_PP1P_,pc_prediction_table_take[206]$_DFFE_PP1P_,0.62
5_1_grt,pc_prediction_table_take[210]$_DFFE_PP1P_,pc_prediction_table_take[210]$_DFFE_PP1P_,0.62
worst max-delay path, delay by kind of cell:
kind	cells	cell delay, ns
compound gates	4	1.91
buf+inv	4	2.04
simple gates	5	2.66
cell families (layout without fill, tap and decap cells):
kind of cell | after synthesis | count (layout) | share of synthesized area
buf+inv | 579 | 575 | 0.04176
xor+xnor | 6 | 6 | 0.001037
other cells | 0 | 54 | 0
simple gates | 2089 | 2089 | 0.1579
compound gates | 1085 | 1085 | 0.1345
flops | 1024 | 1024 | 0.4643
mux | 1031 | 1031 | 0.2004
metal layers:
metal  wire, um  vias to the layer above  part of all wire
li1           -                    21040                 -
met1     112100                    27860              0.33
met2     128000                     5205              0.37
met3      63120                     1698              0.18
met4      36790                       54              0.11
met5       1553                        -            0.0045
Power is estimated from default activity; no workload was simulated.
