===== flow/run.sh =====
#!/bin/bash
# OpenROAD 26Q1-2900-gdf79404cd8, Yosys 0.63+post, stock flow scripts
make -C /OpenROAD-flow-scripts/flow DESIGN_CONFIG=/design/flow/config.mk WORK_HOME=/design/flow/orfs finish

===== flow/constraint.sdc =====
current_design EX

set clk_period 28.4
set clk_io_pct 0.2

create_clock -name clk0 -period $clk_period

set non_clock_inputs [all_inputs -no_clocks]
set_input_delay [expr $clk_period * $clk_io_pct] -clock clk0 $non_clock_inputs
set_output_delay [expr $clk_period * $clk_io_pct] -clock clk0 [all_outputs]

===== flow/design.v =====
module EX
  #(
    parameter ALU_OP_ADD = 4'd0,
    parameter ALU_OP_SUB = 4'd1,
    parameter ALU_OP_AND = 4'd2,
    parameter ALU_OP_OR = 4'd3,
    parameter ALU_OP_XOR = 4'd4,
    parameter ALU_OP_LT = 4'd5,
    parameter ALU_OP_NONE = 4'd6,
    parameter ALU_OP_SHIFT_LEFT = 4'd7,
    parameter ALU_OP_SHIFT_RIGHT = 4'd8
    )
   (
    input wire [31:0] reg_read_data_1,
    input wire [31:0] reg_read_data_2,
    input wire [31:0] ID_imme,
    input wire        ID_alusrc,
    input wire [3:0]  ID_aluop,
    output reg [31:0] EX_result,
    output wire       EX_zero
    );
   wire [31:0]        ALU_op_1;
   reg [31:0]         ALU_op_2;
   assign ALU_op_1 = reg_read_data_1;
   always @ *
     if (ID_alusrc)
       ALU_op_2 = ID_imme;
     else
       ALU_op_2 = reg_read_data_2;
   assign EX_zero = (EX_result == 0);
   always @ *
     case (ID_aluop)
       ALU_OP_ADD : EX_result = ALU_op_1 + ALU_op_2;
       ALU_OP_SUB : EX_result = ALU_op_1 - ALU_op_2;
       ALU_OP_AND : EX_result = ALU_op_1 & ALU_op_2;
       ALU_OP_OR : EX_result = ALU_op_1 | ALU_op_2;
       ALU_OP_XOR : EX_result = ALU_op_1 ^ ALU_op_2;
       ALU_OP_LT : EX_result = ($signed(ALU_op_1) < $signed(ALU_op_2))?32'b0:32'b1;
       ALU_OP_NONE : EX_result = 32'b0;
       ALU_OP_SHIFT_LEFT : EX_result = (ALU_op_1 << ALU_op_2[4:0]);
       ALU_OP_SHIFT_RIGHT : EX_result = (ALU_op_1 >> ALU_op_2[4:0]);
       default : EX_result = 0;
     endcase
endmodule

===== flow/config.mk =====
export PLATFORM = sky130hd
export DESIGN_NAME = EX
export DESIGN_NICKNAME = EX
export VERILOG_FILES = /design/flow/design.v
export SDC_FILE = /design/flow/constraint.sdc
export NUM_CORES = 4
export LEC_CHECK = 1
export CORE_UTILIZATION = 30

==> flow_summary.html <==
<!-- implementation run metrics -->
<table>
<tr><th>Metric</th><th>Value</th></tr>
<tr><th colspan="2">Placement</th></tr>
<tr><td>Routability Congestion</td><td>1.090</td></tr>
<tr><td>Area after DPL</td><td>0.01054 mm^2</td></tr>
<tr><td>Detailed placer's ending HPWL</td><td>35,980 um</td></tr>
<tr><td>Post-Place Worst Slack</td><td>around 11 ns</td></tr>
<tr><td>Number of input and output port buffers inserted</td><td>134</td></tr>
<tr><th colspan="2">Clock tree</th></tr>
<tr><td>Post-CTS Setup Repair Bufs</td><td>0</td></tr>
<tr><td>Quantity of gates resized following cts</td><td>0</td></tr>
<tr><td>Hold_buf cts</td><td>0</td></tr>
<tr><th colspan="2">Run</th></tr>
<tr><td>Max Cap Viol</td><td>0</td></tr>
<tr><td>Warning total across the stage logs</td><td>105</td></tr>
<tr><th colspan="2">Floorplan</th></tr>
<tr><td>Fp util</td><td>0.3052</td></tr>
<tr><td>Chip area</td><td>between 0.02 and 0.03 mm^2</td></tr>
<tr><td>Die Span X</td><td>173.1 um</td></tr>
<tr><td>Die Height</td><td>173.1 um</td></tr>
<tr><td>Floorplan row count</td><td>62</td></tr>
<tr><td>IO Count</td><td>134</td></tr>
<tr><td>Core outline area</td><td>0.02878 mm^2</td></tr>
<tr><th colspan="2">Cells and area</th></tr>
<tr><td>Sequential cell area</td><td>0 um^2</td></tr>
<tr><td>Dominant logic cell type in the layout</td><td>clkdlybuf4s50_1</td></tr>
<tr><td>Post-Route Utilization</td><td>0.3661</td></tr>
<tr><td>Commonest non-fill, non-tap cells in the layout</td><td>133 x clkdlybuf4s50_1, 115 x nand2_1, 105 x ha_1</td></tr>
<tr><td>Seq_cells</td><td>0</td></tr>
<tr><td>Total of clock buffers placed in the layout</td><td>0</td></tr>
<tr><td>Growth of design area from synthesis to finish</td><td>19.93%</td></tr>
<tr><td>Share of layout cells above drive strength 1</td><td>0.08244</td></tr>
<tr><td>Number of fill cells in the layout</td><td>3,012</td></tr>
<tr><td>Final design instance area without fill</td><td>between 0.01 and 0.015 mm^2</td></tr>
<tr><th colspan="2">Global route</th></tr>
<tr><td>Global-route wire length before repair</td><td>slightly below 70,000 um</td></tr>
<tr><td>Vias in the first global route</td><td>10,090</td></tr>
<tr><td>Maximum number of pins on one net before global-route repair</td><td>44</td></tr>
<tr><td>Total gr overflow</td><td>0</td></tr>
<tr><td>Total global-route track usage</td><td>0.3039</td></tr>
<tr><td>Number of antenna violations at the first check in global routing</td><td>0</td></tr>
<tr><th colspan="2">Synthesis</th></tr>
<tr><td>Cell Area, Synth</td><td>approximately 0.0088 mm^2</td></tr>
<tr><td>Number of distinct library cells after synthesis</td><td>86</td></tr>
<tr><td>Synthesized instance count</td><td>1,229</td></tr>
<tr><td>Chip area estimate from yosys synthesis</td><td>0.008785 mm^2</td></tr>
<tr><td>Multiplexer fraction of the synthesized cell area</td><td>0.2115</td></tr>
<tr><td>Average instance area after synthesis</td><td>about 7.1 um^2</td></tr>
<tr><td>XOR/XNOR Area Share</td><td>0.02193</td></tr>
<tr><td>Yosys cell count</td><td>1,229</td></tr>
<tr><td>AND-OR/OR-AND share of the synthesized area</td><td>0.3373</td></tr>
<tr><td>Synth Area in Adders</td><td>0.1541</td></tr>
<tr><td>Main kind of combinational logic by area</td><td>AND-OR/OR-AND gates</td></tr>
<tr><td>Simple logic cell fraction of the synthesized area</td><td>0.1926</td></tr>
<tr><td>Share of the yosys chip area belonging to registers</td><td>0</td></tr>
<tr><td>Count of synthesis-stage warnings from yosys</td><td>1</td></tr>
<tr><th colspan="2">Timing</th></tr>
<tr><td>Final cycle utilization of the critical path</td><td>0.6092</td></tr>
<tr><td>Number of hold violations in the final report</td><td>0</td></tr>
<tr><td>Final slew viol count</td><td>0</td></tr>
<tr><td>Total negative slack</td><td>0 ns</td></tr>
<tr><td>RSZ-0062 raised after global routing</td><td>false</td></tr>
<tr><td>Final tally of setup violations</td><td>0</td></tr>
<tr><td>Normalized max-slew margin</td><td>0.3590</td></tr>
<tr><td>Setup ws final</td><td>11.10 ns</td></tr>
<tr><td>Min cycle time layout</td><td>17.30 ns</td></tr>
<tr><td>Worst slew pin tran</td><td>0.9615 ns</td></tr>
<tr><td>Max Freq</td><td>57.80 MHz</td></tr>
<tr><th colspan="2">Route</th></tr>
<tr><td>Avg WL per Cell</td><td>26.91 um</td></tr>
<tr><td>Count of vias placed by the detailed router</td><td>around 11,000</td></tr>
<tr><td>Number of violations reported at the end of detailed-routing iteration 0</td><td>1,395</td></tr>
<tr><td>Mean number of vias per cell</td><td>6.367</td></tr>
<tr><td>DRC errors left</td><td>0</td></tr>
<tr><td>Antenna fix cells</td><td>0</td></tr>
<tr><td>WL final</td><td>45,590 um</td></tr>
<tr><td>Antenna violation net count after detailed routing</td><td>0</td></tr>
<tr><td>Detailed-routing iteration count for the pre-antenna-repair pass</td><td>5</td></tr>
<tr><th colspan="2">Setup path</th></tr>
<tr><td>Critical path class</td><td>primary input to output port</td></tr>
<tr><td>Highest fanout seen on the critical path</td><td>36</td></tr>
<tr><td>Worst path arrival time</td><td>between 10 and 15 ns</td></tr>
<tr><td>Termination of the worst setup path</td><td>EX_zero</td></tr>
<tr><td>Critical path launch point type</td><td>primary input</td></tr>
<tr><td>CP required</td><td>22.72 ns</td></tr>
<tr><td>Setup crit start</td><td>ID_alusrc</td></tr>
<tr><td>Category of the worst setup path capture point</td><td>output port</td></tr>
<tr><th colspan="2">Power and ir drop</th></tr>
<tr><td>Net switching fraction of the power</td><td>0.6074</td></tr>
<tr><td>Internal portion of total power</td><td>around 0.10 mW</td></tr>
<tr><td>Power per cell area</td><td>24.77 mW/mm^2</td></tr>
<tr><td>Part of the power in registers</td><td>0</td></tr>
<tr><td>Clock power share</td><td>0</td></tr>
<tr><td>Max rail drop VDD</td><td>10.72 uV</td></tr>
<tr><td>Switching power</td><td>0.1585 mW</td></tr>
<tr><td>Combinational share of power</td><td>1.000</td></tr>
<tr><td>Leakage Power</td><td>4.359 nW</td></tr>
<tr><th colspan="2">Hold path</th></tr>
<tr><td>Hold Startpoint</td><td>ID_aluop[3]</td></tr>
<tr><td>Worst min-delay path category</td><td>primary input to output port</td></tr>
<tr><th colspan="2">Outcome</th></tr>
<tr><td>Outcome</td><td>complete, no violations</td></tr>
</table>
-- synth_stat cells (17+ instances only) --
master,count,area share
a22oi_1,36,0.031
nor2_1,93,0.040
o22ai_1,25,0.018
xnor2_1,17,0.017
inv_1,91,0.039
nand2_1,115,0.049
a21oi_1,94,0.054
nand3_1,32,0.018
o21ai_0,71,0.040
a211oi_1,23,0.020
nor3_1,29,0.017
o211ai_1,26,0.022
mux2i_1,85,0.097
a31oi_1,20,0.014
mux4_2,41,0.11
ha_1,105,0.15
clkbuf_1,54,0.023
-- power by group through the flow --
stage                 registers (mW)  logic, mW  clock network (mW)
after CTS                          0      0.254                   0
after global routing               0      0.278                   0
final                              0      0.261                   0
-- worst min-delay path by stage --
stage	cells after the start	slack, ns	endpoint
final	6	12.90	EX_result[1]
after global routing	6	12.94	EX_result[1]
after CTS	6	12.88	EX_result[1]
-- worst max-delay path: stages --
cell and delay, ns:
buf_2 0.44, mux2i_4 0.30, buf_4 0.36, buf_4 0.44
inv_2 0.04, buf_4 0.29, fa_1 0.46, or2_2 0.33
a2111o_1 0.40, nand3_1 0.24, nand3_1 0.20, a31o_2 0.30
a21oi_1 0.11, o21ai_0 0.13, nor2_1 0.15, or4b_1 0.45
nor4_1 0.48, and4bb_1 0.27, clkdlybuf4s50_1 0.47
-- area by class of cell --
cell class         count  area, um^2  share of cell area
inverters             95       356.6             0.03385
multi-input cells   1046        8099              0.7688
well taps            384       480.5             0.04561
repair buffers       169        1599              0.1518
-- metal layers --
| layer | vias up | GRT usage | wire, um |
|---|---|---|---|
| met1 | 5167 | 0.4501 | 19920 |
| met4 | 0 | 0.06010 | 1171 |
| met3 | 83 | 0.09219 | 5439 |
| li1 | 4858 | - | - |
| met2 | 678 | 0.4373 | 19060 |
| met5 | - | 0 | 0 |
-- stage by stage --
stage	cells	hold slack (ns)	total power, mW
after floorplan	1229	11.71	0.1539
after global placement	1694	12.88	0.2559
after detailed placement	1694	12.88	0.2523
after CTS	1694	12.88	0.2538
after global routing	1694	12.94	0.2778
final	1694	12.90	0.2610
-- cells by family after synthesis --
logic type / Yosys count
muxes: 131
xor gates and xnor gates: 22
adders and majority gates: 107
and+or+nand+nor: 355
AOI/OAI and AO/OA: 431
buffers and inverters: 183
No activity file was given, so power comes from the tool's default toggle rates.
